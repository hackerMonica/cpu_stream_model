## design/flow/run.sh

```bash
#!/bin/bash
# OpenROAD 26Q1-2900-gdf79404cd8, Yosys 0.63+post, stock flow scripts
make -C /OpenROAD-flow-scripts/flow DESIGN_CONFIG=/design/flow/config.mk WORK_HOME=/design/flow/orfs finish
```

## design/flow/config.mk

```make
export PLATFORM = sky130hd
export DESIGN_NAME = ALU
export DESIGN_NICKNAME = ALU
export VERILOG_FILES = /design/flow/design.v
export SDC_FILE = /design/flow/constraint.sdc
export NUM_CORES = 4
export LEC_CHECK = 1
export CORE_UTILIZATION = 40
```

## design/flow/constraint.sdc

```tcl
current_design ALU

set clk_period 13.9
set clk_io_pct 0.2

create_clock -name clk0 -period $clk_period

set non_clock_inputs [all_inputs -no_clocks]
set_input_delay [expr $clk_period * $clk_io_pct] -clock clk0 $non_clock_inputs
set_output_delay [expr $clk_period * $clk_io_pct] -clock clk0 [all_outputs]
```

## design/flow/design.v

```verilog
module ALU (
    input wire [3:0]ALUop,
    input wire [31:0]A,
    input wire [31:0]B,
    output reg branch,
    output reg [31:0]C
);
    reg signed  [31:0] sA;
    reg         [31:0] usA;
    reg signed  [31:0] sB;
    reg         [31:0] usB;
    reg         [32:0] temp;
    reg         [33:0] temp2;
    always @(*) begin
        sA=A;
        usA=A;
        sB=B;
        usB=B;
    end
    always @(*) begin
        case (ALUop)
            4'b0000:begin
                C=sA+sB;
                branch=0;
            end
            4'b0001:begin
                C=sA+(~sB+1'b1);
                branch=0;
            end
            4'b0010:begin
                C=sA&sB;
                branch=0;
            end
            4'b0011:begin
                C=sA|sB;
                branch=0;
            end
            4'b0100:begin
                C=sA^sB;
                branch=0;
            end
            4'b0101:begin
                C=sA<<sB[4:0];
                branch=0;
            end
            4'b0110:begin
                C=sA>>sB[4:0];
                branch=0;
            end
            4'b0111:begin
                C=sA>>>sB[4:0];
                branch=0;
            end
            4'b1000,4'b1001,4'b1010,4'b1011,4'b1100,4'b1101,4'b1110,4'b1111:begin
                case (ALUop[2:0])
                    3'b000:begin
                        temp=sA-sB;
                        case (temp[32])
                            0: C=0;
                            1: C=1;
                            default: C=0;
                        endcase
                        branch=0;
                    end 
                    3'b001:begin
                        temp2=usA-usB;
                        case (temp2[33])
                            0: C=0;
                            1: C=1;
                            default: C=0;
                        endcase
                        branch=0;
                    end 
                    3'b010:begin
                        if (A[31]==B[31]&&A[30]==B[30]&&
                            A[29]==B[29]&&A[28]==B[28]&&
                            A[27]==B[27]&&A[26]==B[26]&&
                            A[25]==B[25]&&A[24]==B[24]&&
                            A[23]==B[23]&&A[22]==B[22]&&
                            A[21]==B[21]&&A[20]==B[20]&&
                            A[19]==B[19]&&A[18]==B[18]&&
                            A[17]==B[17]&&A[16]==B[16]&&
                            A[15]==B[15]&&A[14]==B[14]&&
                            A[13]==B[13]&&A[12]==B[12]&&
                            A[11]==B[11]&&A[10]==B[10]&&
                            A[9]==B[9]&&A[8]==B[8]&&
                            A[7]==B[7]&&A[6]==B[6]&&
                            A[5]==B[5]&&A[4]==B[4]&&
                            A[3]==B[3]&&A[2]==B[2]&&
                            A[1]==B[1]&&A[0]==B[0]) begin
                            branch=1;
                        end else begin
                            branch=0;
                        end
                        C=0;
                    end 
                    3'b011:begin
                        if (A[31]==B[31]&&A[30]==B[30]&&
                            A[29]==B[29]&&A[28]==B[28]&&
                            A[27]==B[27]&&A[26]==B[26]&&
                            A[25]==B[25]&&A[24]==B[24]&&
                            A[23]==B[23]&&A[22]==B[22]&&
                            A[21]==B[21]&&A[20]==B[20]&&
                            A[19]==B[19]&&A[18]==B[18]&&
                            A[17]==B[17]&&A[16]==B[16]&&
                            A[15]==B[15]&&A[14]==B[14]&&
                            A[13]==B[13]&&A[12]==B[12]&&
                            A[11]==B[11]&&A[10]==B[10]&&
                            A[9]==B[9]&&A[8]==B[8]&&
                            A[7]==B[7]&&A[6]==B[6]&&
                            A[5]==B[5]&&A[4]==B[4]&&
                            A[3]==B[3]&&A[2]==B[2]&&
                            A[1]==B[1]&&A[0]==B[0]) begin
                            branch=0;
                        end else begin
                            branch=1;
                        end
                        C=0;
                    end 
                    3'b100:begin
                        temp=sA-sB;
                        case (temp[32])
                            0: branch=0;
                            1: branch=1;
                            default: branch=0;
                        endcase
                        C=0;
                    end 
                    3'b101:begin
                        temp2=usA-usB;
                        case (temp2[33])
                            0: branch=0;
                            1: branch=1;
                            default: branch=0;
                        endcase
                        C=0;
                    end 
                    3'b110:begin
                        temp=sA-sB;
                        case (temp[32])
                            0: branch=1;
                            1: branch=0;
                            default: branch=0;
                        endcase
                        C=0;
                    end 
                    3'b111:begin
                        temp2=usA-usB;
                        case (temp2[33])
                            0: branch=1;
                            1: branch=0;
                            default: branch=0;
                        endcase
                        C=0;
                    end 
                    default: begin
                        C=0;
                        branch=0;
                    end
                endcase
            end
            default: begin
                C=0;
                branch=0;
            end
        endcase
    end    
endmodule
```

==> results.toml <==
# yosys + openroad results
[yosys]
top_cells_by_area = "ha_1 13%, mux4_2 9.3%, a21oi_1 4.9%"
avgSynthCellArea_sq_um = 7.22
ys_chip_area_sq_um = 9430
syn_inst = 1306
synthesis.area_sq_um = 9430
ys_seq_share_pct = 0
largest_area_cell = "ha_1"
synth_top_area_share_pct = 12.9
ys_cells = 1306
yosysUniqueCellTypes = 88
yosysWarnings = 1

[route]
via_count = 10995
drt_iter0_drc = 1044
via_per_inst = 6.67
wl_mm = 43.9
antenna-diode-count = 0
wire_per_inst_microns = 26.7
dr.pass1.iters = 5
antenna_left = 0
drcViolationCount = 0

[die]
fp-row-count = 55
die-area_sq_um = 24200
coreArea_sq_um = 22800
fp_util_pct = 41.3
die_x_microns = 156
die_h_microns = 156
io-pin-count = 101

[setup_path]
cp.arrival_ns = 7.14
crit_type = "in -> out"
cp-end-kind = "output pin"
crit_family = "AND-OR/OR-AND gates"
max_stage_delay_ns = 0.57
path_max_fanout = 51
worst-path-buf-inv = 5
cp_cell_sequence = "buf_2, buf_4, inv_1, buf_4, ha_1, o211ai_1, o21ai_0, o2111a_1, o211ai_1, a32oi_1, o21ba_2, a311oi_1, a211oi_1, clkdlybuf4s50_1"
cpMaxStageDelayCell = "ha_1"
crit_required_ns = 11.12
start_kind = "input pin"

[sta]
layout_min_cycle_time_ns = 9.92
hold_viol_final = 0
timing.slew.headroom_pct = 36.4
setup_tns_ns = 0
tightestPinTransition_ns = 0.947
fin_crit_sh_pct = 71.4
max_freq_mhz = 101
rsz0062_at_grt = "no"
setup_violations = 0
drv_slew = 0

[cells_and_area]
n_sequential_cell = 0
fillCellCount = 2429
drive_gt1_share_pct = 9.89
final_util_pct = 45.6
syn2layout_area_growth_pct = 10.6
clkbuf_count = 0
seq_area_sq_um = 0
logic_area_sq_um = 8440

[flow_run]
warnings = 97
drv_cap = 0

[clock_network]
post-cts-setup-buffers = 0
cts_hold_buffers = 0
cts_resized = 0

[global_route]
grt_max_degree = 76
grt_pass1_wl_mm = 65.8
grt_pass1_vias = 10177
antenna_found_initial = 1
gr-total-overflow = 0
grt_usage_pct = 37.1

[status]
status = "finished clean"

[pwr]
vdd_drop_max_v = 0.0000207
power_density_nw_per_um2 = 40.3
leakagePower_uw = 0.00424

[place]
place_hpwl_mm = 34.1
port-buffer-count = 101
gp_congestion = 1.03

[worst_hold_path]
hp-class = "in -> out"
layout by cell type (no fill, tap or decap), types with 15 or more instances in the layout:
cell type / count
a221oi_1: 15
o21ai_0: 83
o31ai_1: 15
nand2_1: 110
mux2i_1: 46
buf_4: 30
o211ai_1: 31
clkdlybuf4s50_1: 96
inv_1: 101
nand3_1: 39
nor3_1: 30
ha_1: 97
nand2b_1: 17
a21oi_1: 93
a211oi_1: 32
mux4_2: 39
mux2_2: 34
nor2_1: 113
synth_stat cells (14+ instances only):
cell type	n
a211oi_1	32
a221oi_1	15
o211ai_1	31
nor2_1	113
nand2_1	110
a21o_1	14
nand3_1	39
a21oi_1	93
o31ai_1	15
ha_1	97
mux2i_1	46
o21ai_0	83
nand2b_1	17
nor2b_1	14
mux2_2	34
inv_1	101
nor3_1	30
clkbuf_1	56
mux4_2	39
o21a_1	14
metrics by stage:
stage | area [sq um] | instances | hold slack, ns | total power (uW) | worst slack, ns
3_5_place_dp | 10400 | 1648 | 6.64 | 410 | 4.06
4_1_cts | 10400 | 1648 | 6.65 | 412 | 4.04
5_1_grt | 10400 | 1648 | 6.72 | 451 | 3.67
2_1_floorplan | 9430 | 1306 | 5.81 | 260 | 5.22
6_report | 10400 | 1648 | 6.66 | 420 | 3.98
3_3_place_gp | 10400 | 1648 | 6.65 | 413 | 4.05
cell type report:
class,instances,area share [%]
timing repair buffer,130,11.6
multi-input combinational,1102,81.0
tap,313,3.76
inverter,103,3.72
routing by layer:
metal  wire length [microns]  up-vias  track usage, %
met5                      12        -               0
met4                    2010        2            14.0
met3                    3650       91            5.96
met2                   19800      604            58.4
met1                   18500     5261            51.6
li1                        -     5037               -
report_power, final:
part           internal, uW  switching [uW]
Clock                     0               0
Combinational           170             250
Sequential                0               0
Total                   170             250
logic make-up after synthesis:
logic type | share of synthesized area (%)
AOI/OAI and AO/OA | 33.6
xor gates and xnor gates | 1.21
adders and majority gates | 13.3
buffers and inverters | 10.7
muxes | 20.5
and+or+nand+nor | 20.7
worst paths after layout:
path / depth (start not counted) / from / slack [ns] / to
max: 14 / B[2] / 3.98 / C[29]
min: 7 / B[3] / 6.66 / C[3]
Power figures rest on the tool's default switching activity, not on a simulated workload.
