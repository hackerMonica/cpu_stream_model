<file path="/design/flow/config.mk">
export PLATFORM = sky130hd
export DESIGN_NAME = RF
export DESIGN_NICKNAME = RF
export VERILOG_FILES = /design/flow/design.v
export SDC_FILE = /design/flow/constraint.sdc
export NUM_CORES = 4
export LEC_CHECK = 1
export CORE_UTILIZATION = 50
</file>
<file path="/design/flow/constraint.sdc">
current_design RF

set clk_period 15.5
set clk_io_pct 0.2

create_clock -name clk0 -period $clk_period [get_ports {clk}]

set non_clock_inputs [all_inputs -no_clocks]
set_input_delay [expr $clk_period * $clk_io_pct] -clock clk0 $non_clock_inputs
set_output_delay [expr $clk_period * $clk_io_pct] -clock clk0 [all_outputs]
</file>
<file path="/design/flow/design.v">
module RF (
    input wire clk,
    input wire rst,
    input wire RFWr,
    input wire [31:0]rR1,
    input wire [31:0]rR2,
    input wire [31:0]wR,
    input wire [31:0]wD,
    output reg [31:0]rD1,
    output reg [31:0]rD2,
    output wire [31:0]result
);
    assign result=x[19];
    reg [31:0]x[31:0];
    always @(*) begin
        if (rR1==0) begin
            rD1=0;
        end else begin
            rD1=x[rR1];
        end
    end
    always @(*) begin
        if (rR2==0) begin
            rD2=0;
        end else begin
            rD2=x[rR2];
        end
    end
    always @(posedge clk) begin
        if (rst==1'b1) begin
            x[0]=0;
            x[1]=0;
            x[2]=0;
            x[3]=0;
            x[4]=0;
            x[5]=0;
            x[6]=0;
            x[7]=0;
            x[8]=0;
            x[9]=0;
            x[10]=0;
            x[11]=0;
            x[12]=0;
            x[13]=0;
            x[14]=0;
            x[15]=0;
            x[16]=0;
            x[17]=0;
            x[18]=0;
            x[19]=0;
            x[20]=0;
            x[21]=0;
            x[22]=0;
            x[23]=0;
            x[24]=0;
            x[25]=0;
            x[26]=0;
            x[27]=0;
            x[28]=0;
            x[29]=0;
            x[30]=0;
            x[31]=0;
        end
        else if (RFWr==1) begin
            x[wR]=wD;
        end
    end
endmodule
</file>
<file path="/design/flow/run.sh">
#!/bin/bash
# OpenROAD 26Q1-2900-gdf79404cd8, Yosys 0.63+post, stock flow scripts
make -C /OpenROAD-flow-scripts/flow DESIGN_CONFIG=/design/flow/config.mk WORK_HOME=/design/flow/orfs finish
</file>
==> design notes <==
The run finished with clean final reports. Internal portion of total power: 5.04 mW. The worst setup path is launched from a primary input.

From synthesis to final layout, the design area changed by 12.8%. The floorplan step defined a die boundary enclosing 112000 µm².

Per the timing report, the biggest fanout along the worst path comes to 80. The worst hold slack is 3.35 ns. For the area of the mapped netlist, the log shows 55100 µm². Total track usage: 37.7%. Hold repair after CTS inserted 0 buffers. STA classifies the critical path endpoint as an output pin. The cell sitting at the root of the clock tree is a sky130_fd_sc_hd__clkbuf_16.

Summed over all nets, the half-perimeter wirelength after detailed placement is 108 mm. Input and output buffers added on the ports amount to 199. The core outline area is 109000 µm², and the OpenROAD warning count is 53. The number of antenna violations at the first check in global routing is 3, and the power dissipated by switching net loads is 1.66 mW.

For this run, the share of the core covered by cells in the final layout is 57.0%. After synthesis, the largest family of logic cells by area is multiplexers. The run gives 95.0 MHz as the highest achievable clock rate. The largest vdd supply drop is 89.6 µV.

Max-slew check failures listed in the final report amount to 0. With the async set or reset register ratio after synthesis at 0%, the portion of synthesized cell area occupied by the leading cell type is 55.8%. The clock network power share is 38.4%. The largest total area in the synthesized netlist belongs to sky130_fd_sc_hd__edfxtp_1. Looking at the clock tree report, the maximum root-to-sink buffer count equals 3. The via-per-instance ratio came out at 6.50. The run gives 1.06 ns for the actual transition at the worst max-transition pin. The post-route netlist has 18.3% of its cells at a drive strength greater than 1.

Setup total negative slack on the finished layout was measured at 0 ns. The cell depth of the worst hold path was 3. The run gives 28.9% for the headroom to the max-slew limit.

For the site row count, the log shows 121. TritonCTS built the clock tree. For this run, the leading register cell type out of synthesis is sky130_fd_sc_hd__edfxtp_1. The arrival time of data at the worst endpoint is listed as 7.43 ns. For reference, the post-synthesis area per instance comes to 14.1 µm². At the end of routability-driven placement, the weighted congestion stood at 0.932.

Per the post-route antenna check, the number of violating nets is 0. The switching portion of total power was 24.7%; the count of H-tree levels built during CTS was 3. The register with the most flip-flops in the layout has 1024 of them. The clock-pin slew of the registers on the worst-case setup and hold paths came out at 0.06 ns. The post-route standard cell area excluding fillers came out at 62200 µm². Yosys reports a chip area of 55100 µm². The tools report the cell count after synthesis as 3915. Buffers added to address setup during post-CTS repair amount to 0.

The post-synth register bit count is 1024. Before placement the cells fill 50.5% of the core. The routed design shows a wire length per standard cell of 34.0 µm. Via count of the first global-routing pass: 39500.

Setup repair after global routing left no endpoint under its margin. The leakage power total is 22.1 nW, and the via total after detailed routing is 36000. Counting endpoints that fail hold in the final report gives 0. The register share after synthesis is 55.8%. Post-CTS repair ended up resizing 0 cells. The die is 334 µm wide. The final timing report derives a shortest allowable period of 10.53 ns. The xor and xnor fraction of the mapped netlist area was 0%.

For the worst setup path, the data required time is 12.40 ns. Summed over all layers, the routed wires come to 188 mm. The detailed router finished its first iteration with 2130 violations.

The synthesis report lists the most area-consuming cells as sky130_fd_sc_hd__edfxtp_1 56%, sky130_fd_sc_hd__mux4_2 14%, sky130_fd_sc_hd__and2_1 12%, sky130_fd_sc_hd__mux2i_1 6.5%, sky130_fd_sc_hd__a221oi_1 2.8%. Area fraction in and, or, nand and nor cells after synthesis: 13.9%. The run gives 12.9% for the combinational group share of total power.

The run gives 5540 for the tally of non-filler cells in the final layout. In the setup report, the worst path falls into the class primary input to output pin. The first global-routing pass estimated 267 mm of wire.

The total number of yosys warnings is 1, and the number of max-capacitance violations reported is 0. Entering global routing, the biggest net connects 81 pins. The logs give 58700 µm² for the instance area after placement and 6 for the number of optimization iterations in the first detailed-route pass. The top cell types in the final layout, fill and taps aside, are 1024 x sky130_fd_sc_hd__and2_1, 1024 x sky130_fd_sc_hd__edfxtp_1, 358 x sky130_fd_sc_hd__mux2i_1.

After detailed routing, the number of remaining DRC violations is 0. With the fraction of synthesized area in multiplexers at 20.4%, the vertical die dimension is 334 µm. With the part of the cycle the worst path needs at 67.9%, the post-synth tally of flip-flops with integrated enable is 1024. The area share of fa/ha/maj cells after synthesis works out to 0%. Counting every sink on the clock net gives 1024. The logs give 227 for the I/O pin count and 48.8% for the sequential power share. The path category of the worst min-delay check is primary input to register. The detailed placer reported the number of placed instances as 5329. Number of buffers created by CTS: 113.

Setup violations remaining at the end of the flow were counted as 0. Yosys stat counts 3915 cells in the synthesized netlist. The share of synthesized cell area in and-or and or-and compound cells was 6.64%; the remaining global-route overflow was 0.

Counting distinct cell types in the post-synthesis netlist gives 36. Per the summary, power density relative to cell area is 108 nW/µm².
[through the flow]
stage          setup slack [ns]  power [mW]
6_report                   4.97        6.70
5_1_grt                    4.80        6.89
4_1_cts                    5.11        6.72
3_5_place_dp               5.09        4.17
3_3_place_gp               5.14        4.15
2_1_floorplan              7.65        3.79
[power by group through the flow]
stage | Combinational (mW) | Sequential (mW) | Clock [mW]
after CTS | 0.852 | 3.27 | 2.60
after global routing | 0.905 | 3.29 | 2.69
final | 0.862 | 3.27 | 2.57
[worst max-delay path, cell delays in order]
cell                              delay [ns]
sky130_fd_sc_hd__buf_8                  0.50
sky130_fd_sc_hd__buf_12                 0.47
sky130_fd_sc_hd__buf_4                  0.62
sky130_fd_sc_hd__buf_4                  0.68
sky130_fd_sc_hd__mux2i_1                0.16
sky130_fd_sc_hd__a221oi_1               0.64
sky130_fd_sc_hd__a22oi_1                0.15
sky130_fd_sc_hd__a311oi_1               0.35
sky130_fd_sc_hd__clkdlybuf4s50_1        0.54
[kinds of logic (layout without fill, tap and decap cells)]
kind of cell | Yosys count | count (layout)
AND/OR/NAND/NOR | 1294 | 1294
flip-flops | 1024 | 1024
multiplexers | 699 | 699
AND-OR/OR-AND | 477 | 477
buffers and inverters | 421 | 569
other | 0 | 1
[path summary, 6_finish.rpt]
kind | startpoint | endpoint | slack [ns]
min | wD[12] | x[21][12] | 3.35
max | rR2[1] | rD2[31] | 4.97
[cell usage after synthesis, drive strengths merged, types with 24 or more instances]
master / number
edfxtp: 1024
a311oi: 25
and2: 1026
a221oi: 179
mux4: 340
a22o: 39
or2: 33
nand2: 137
a21oi: 24
a22oi: 72
mux2i: 358
buf: 117
a221o: 25
nor2: 41
o21ai: 105
clkbuf: 301
[layer usage]
layer / vias up / track usage, % / wire length, µm / part of all wire [%]
met4: 14 / 16.0 / 10700 / 5.7
met1: 17300 / 43.6 / 57600 / 31
met3: 523 / 30.2 / 35700 / 19
met2: 2984 / 52.1 / 83500 / 44
li1: 15200 / - / - / -
met5: - / 4.52 / 598 / 0.32
[layout make-up]
type / instances / area [µm²]
fill: 8137 / 46900
sequential: 1024 / 30700
multi-input combinational: 2470 / 22800
timing repair buffer: 356 / 3230
clock buffer: 140 / 2990
tap: 1476 / 1850
clock inverter: 70 / 531
inverter: 3 / 13.8
antenna: 1 / 2.50
Power and IR drop assume default switching activity.
