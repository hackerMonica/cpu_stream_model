**/design/flow/design.v**
```verilog
module led_display_ctrl(
    input wire clkg,
	input [31:0] 	  result,
    output wire led0_en_o,
    output wire led1_en_o,
    output wire led2_en_o,
    output wire led3_en_o,
    output wire led4_en_o,
    output wire led5_en_o,
    output wire led6_en_o,
    output wire led7_en_o,
	output reg        led_ca,
	output reg        led_cb,
    output reg        led_cc,
	output reg        led_cd,
	output reg        led_ce,
	output reg        led_cf,
	output reg        led_cg,
	output wire       led_dp 
    );
	reg  [7:0] led_en;
	assign led0_en_o=led_en[0];
	assign led1_en_o=led_en[1];
	assign led2_en_o=led_en[2];
	assign led3_en_o=led_en[3];
	assign led4_en_o=led_en[4];
	assign led5_en_o=led_en[5];
	assign led6_en_o=led_en[6];
	assign led7_en_o=led_en[7];
assign led_dp=1;
reg [6:0] number [15:0];
always @(*) begin
    number[15]= 7'b0111000;
    number[14]= 7'b0110000;
    number[13]= 7'b1000010;
    number[12]= 7'b1110010;
    number[11]= 7'b1100000;
    number[10]= 7'b0001000;
    number[9]=  7'b0001100;
    number[8]=  7'b0000000;
    number[7]=  7'b0001111;
    number[6]=  7'b0100000;
    number[5]=  7'b0100100;
    number[4]=  7'b1001100;
    number[3]=  7'b0000110;
    number[2]=  7'b0010010;
    number[1]=  7'b1001111;
    number[0]=  7'b0000001;
end 
reg [3:0] answer[7:0];
always @(posedge clkg) begin
    answer[0][3:0]=result[3:0];
    answer[1][3:0]=result[7:4];
    answer[2][3:0]=result[11:8];
    answer[3][3:0]=result[15:12];
    answer[4][3:0]=result[19:16];
    answer[5][3:0]=result[23:20];
    answer[6][3:0]=result[27:24];
    answer[7][3:0]=result[31:28];
end
reg [6:0] led;
always @(posedge clkg) begin
    case (cnt)
        3'd0:led=number[answer[0]];
        3'd1:led=number[answer[1]];
        3'd2:led=number[answer[2]];
        3'd3:led=number[answer[3]];
        3'd4:led=number[answer[4]];
        3'd5:led=number[answer[5]];
        3'd6:led=number[answer[6]];
        3'd7:led=number[answer[7]];
        default: led=0;
    endcase
	led_ca=led[6];
	led_cb=led[5];
	led_cc=led[4];
	led_cd=led[3];
	led_ce=led[2];
	led_cf=led[1];
	led_cg=led[0];
end
reg [19:1] mytime;
reg [2:0] cnt;
always @(posedge clkg) begin
	mytime=mytime+1;
	if (mytime==20'd20001) begin
		mytime=0;
	end
end
always @(posedge clkg) begin
    if (mytime==0) begin
		cnt=cnt+1;
	end
end
always @(posedge clkg) begin
	if (cnt==4'd7) begin
		led_en=8'b01111111;
	end
	else if (cnt==4'd6) begin
		led_en=8'b10111111;
	end
	else if (cnt==4'd5) begin
		led_en=8'b11011111;
	end
	else if (cnt==4'd4) begin
		led_en=8'b11101111;
	end
	else if (cnt==4'd3) begin
		led_en=8'b11110111;
	end
	else if (cnt==4'd2) begin
		led_en=8'b11111011;
	end
	else if (cnt==4'd1) begin
		led_en=8'b11111101;
	end
	else if (cnt==4'd0) begin
		led_en=8'b11111110;
	end
end
endmodule
```
**/design/flow/run.sh**
```bash
#!/bin/bash
# OpenROAD 26Q1-2900-gdf79404cd8, Yosys 0.63+post, stock flow scripts
make -C /OpenROAD-flow-scripts/flow DESIGN_CONFIG=/design/flow/config.mk WORK_HOME=/design/flow/orfs finish
```
**/design/flow/config.mk**
```make
export PLATFORM = sky130hd
export DESIGN_NAME = led_display_ctrl
export DESIGN_NICKNAME = led_display_ctrl
export VERILOG_FILES = /design/flow/design.v
export SDC_FILE = /design/flow/constraint.sdc
export NUM_CORES = 4
export LEC_CHECK = 1
export CORE_UTILIZATION = 50
```
**/design/flow/constraint.sdc**
```tcl
current_design led_display_ctrl

set clk_period 3.0
set clk_io_pct 0.2

create_clock -name clk0 -period $clk_period [get_ports {clkg}]

set non_clock_inputs [all_inputs -no_clocks]
set_input_delay [expr $clk_period * $clk_io_pct] -clock clk0 $non_clock_inputs
set_output_delay [expr $clk_period * $clk_io_pct] -clock clk0 [all_outputs]
```
==> flow_metrics.env <==
# source this file to load flow results
export IMPL_outcome="complete, no violations"
export IMPL_grt_max_degree=14
export IMPL_period_used_pct=79.8
export IMPL_skew_ps=9.21
export IMPL_insertion_delay_ps=350
export IMPL_fp_util_pct=52.6
export IMPL_ys_types=55
export IMPL_firstDrtPassIters=5
export IMPL_reg2reg_from="mytime[1]"
export IMPL_gp_congestion=0.976
export IMPL_regArea_sq_um=1410
export IMPL_syn_mean_instance_area_sq_um=7.85
export IMPL_ir_worst_vdd_mv=0.290
export IMPL_ant_nets=0
export IMPL_syn_inst=491
export IMPL_clkTransAtPathRegs_ps=70
export IMPL_cts_sinks=69
export IMPL_numCtsBuffers=9
export IMPL_n_antenna_cell=0
export IMPL_htree_levels=3
export IMPL_cts_tree="built"
export IMPL_logic_area_sq_um=2200
export IMPL_synthDominantCellAreaShare_pct=34.3
export IMPL_yosys_warnings=3
export IMPL_drive_gt1_share_pct=4.46
export IMPL_cts_path_max_buffers=2
export IMPL_wirelength_microns=9120
export IMPL_ys_cells=491
export IMPL_synth_edff_count=3
export IMPL_num_vias=3530
export IMPL_grt_pass1_wl_microns=14800
export IMPL_relSlewSlack_pct=57.3
export IMPL_yosys_area_sq_um=3850
export IMPL_syn2layout_area_growth_pct=17.6
export IMPL_hold_path_class="reg2reg"
export IMPL_portBuffers=47
export IMPL_wire_per_inst_microns=14.8
export IMPL_lay_top_cells="66 x dfxtp_1, 47 x clkdlybuf4s50_1, 43 x nor2_1"
export IMPL_setup_tns_ps=0
export IMPL_critical_path_class="reg2reg"
export IMPL_final_min_clock_period_ps=2390
export IMPL_hpwl_microns=6630
export IMPL_startpoint_type="flip-flop"
export IMPL_fin_ws_ps=607
export IMPL_tightest_slew_ps=634
export IMPL_syn_area_sq_um=3850
export IMPL_synth_largest_area_cell="dfxtp_1"
export IMPL_postCtsHoldBufs=0
export IMPL_die_h_microns=89.8
export IMPL_ctsResizeCount=0
export IMPL_io_pins=49
export IMPL_hold_viol=0
export IMPL_crit_chain="ha_1 -> nand4_1 -> nor3_1 -> xnor2_1 -> or4_1 -> nor3_2 -> nor2_1"
export IMPL_grt_usage_pct=23.2
export IMPL_cap_violations=0
export IMPL_worst_ep_required_time_ps=3220
export IMPL_top_cells_by_area="dfxtp_1 34%, o21ai_0 5.3%, nor2_1 4.2%"
export IMPL_numSynthFlops=69
export IMPL_max_stage_delay_ps=490
export IMPL_min_from="mytime[13]"
export IMPL_vias_per_cell=5.74
export IMPL_core_sq_um=7330
export IMPL_p_per_area_nw_per_um2=470
export IMPL_num_rows=31
export IMPL_antenna_found_initial=0
export IMPL_pre_cts_slack_ps=667
export IMPL_synth_seq_share_pct=36.6
export IMPL_drc=0
export IMPL_nFillCells=631
export IMPL_rsz0062_at_grt="no"
export IMPL_setup_viol=0
export IMPL_first_iter_violations=292
export IMPL_cp_arrival_ps=2610
export IMPL_worstPathMaxFanout=8
export IMPL_die_w_microns=89.8
export IMPL_post_cts_buffers=0
export IMPL_synthArstFlopShare_pct=0
export IMPL_final_common_cell="dfxtp_1"
export IMPL_die_area_sq_um=8060
export IMPL_max_freq_mhz=418
export IMPL_slew_violations=0
export IMPL_p_leak_nw=1.67
export IMPL_ff_type="dfxtp_1"
export IMPL_startpoint="mytime[1]"
export IMPL_cp_end_kind="flip-flop"
export IMPL_tool_warnings=32
export IMPL_grt_overflow_total=0
export IMPL_slowest_stage="or4_1"
export IMPL_grt_pass1_vias=3013
export IMPL_cts_root_buffer="clkbuf_8"
routing by layer:
metal / routed length (microns) / up-vias / GRT usage, % / share of wire (%)
met5: 0 / - / 0 / 0
li1: - / 1797 / - / -
met3: 499 / 23 / 4.55 / 5.5
met4: 223 / 0 / 5.33 / 2.4
met1: 4280 / 1600 / 34.4 / 47
met2: 4120 / 110 / 36.0 / 45
logic make-up after synthesis:
logic type / synth area share, %
xor gates and xnor gates: 6.37
buffers and inverters: 6.30
AOI/OAI and AO/OA: 21.7
and+or+nand+nor: 25.2
other: 0.0973
DFF: 36.6
adders and majority gates: 2.60
muxes: 1.07
worst max-delay path, delay by kind of cell, from the launching register on:
| family | cells | cell delay, ps |
|---|---|---|
| simple gates | 5 | 1380 |
| flops | 1 | 450 |
| fa+ha+maj | 1 | 320 |
| xor+xnor | 1 | 120 |
through the flow:
stage	utilization, %	power (mW)	hold slack (ps)	area, sq um	instances
3_3_place_gp	58.5	1.24	462	4290	599
4_1_cts	61.8	2.15	484	4530	615
2_1_floorplan	-	1.15	446	3850	491
6_report	61.8	2.13	476	4530	615
5_1_grt	61.8	2.22	505	4530	615
3_5_place_dp	58.5	1.24	468	4290	599
registers in the layout, summed over array words and instances (netlist names):
signal and count:
led_en 8, mytime 19, led_cg 1, led_ca 1
answer 32, led_cc 1, led_cb 1, led_cd 1
led_cf 1, cnt 3, led_ce 1
path summary, 6_finish.rpt:
kind	end	slack, ps	cells after the start
max	mytime[6]	610	7
min	mytime[13]	480	1
max reg2reg	mytime[6]	610	7
min reg2reg	mytime[13]	480	1
synthesized netlist by cell type (4+ instances only):
cell	n
a211oi_1	6
nor2_1	43
inv_1	21
o22ai_1	12
and3_1	4
nand2_1	41
nor4_1	8
buf_2	4
and2_1	5
xor2_1	13
or4_1	4
nand3b_1	6
nor2b_1	11
nand4_1	4
a21oi_1	32
clkbuf_1	30
dfxtp_1	66
ha_1	8
a22oi_1	5
nor3_1	12
o21ai_0	41
nand3_1	20
nand2b_1	11
o211ai_1	7
o32ai_1	7
xnor2_1	15
a31oi_1	10
cell type report:
class	instances	area share, %
Clock inverter	6	2.46
Timing Repair Buffer	48	10.6
Inverter	21	1.74
Multi-Input combinational cell	362	48.5
Tap cell	99	2.73
Sequential cell	69	31.2
Clock buffer	10	2.82
power by group:
group          internal [mW]  total [mW]  switching [mW]
Clock                  0.552       0.905           0.352
Combinational          0.120       0.210          0.0897
Sequential             0.954        1.01          0.0604
Power and IR drop assume default switching activity.
